$ cat design/flow/design.v
typedef enum logic [31:0]{
    SYSCALL = 32'b000000_????????????????????_001100,
    ADD     = 32'b000000_????????????????????_100000,
    ADDU    = 32'b000000_????????????????????_100001,
    SUB     = 32'b000000_????????????????????_100010,
    SUBU    = 32'b000000_????????????????????_100011,
    SLL     = 32'b000000_????????????????????_000000,
    SRL     = 32'b000000_????????????????????_000010,
    SRA     = 32'b000000_????????????????????_000011,
    SLLV    = 32'b000000_????????????????????_000100,
    SRLV    = 32'b000000_????????????????????_000110,
    SRAV    = 32'b000000_????????????????????_000111,
    AND     = 32'b000000_????????????????????_100100,
    OR      = 32'b000000_????????????????????_100101,
    XOR     = 32'b000000_????????????????????_100110,
    NOR     = 32'b000000_????????????????????_100111,
    SLT     = 32'b000000_????????????????????_101010,
    SLTU    = 32'b000000_????????????????????_101011,
    ADDI    = 32'b001000_????????????????????_??????,
    ADDIU   = 32'b001001_????????????????????_??????,
    ANDI    = 32'b001100_????????????????????_??????,
    ORI     = 32'b001101_????????????????????_??????,
    XORI    = 32'b001110_????????????????????_??????,
    SLTI    = 32'b001010_????????????????????_??????,
    SLTIU   = 32'b001011_????????????????????_??????,
    LUI     = 32'b001111_????????????????????_??????,
    MULT    = 32'b000000_????????????????????_011000,
    MULTU   = 32'b000000_????????????????????_011001,
    DIV     = 32'b000000_????????????????????_011010,
    DIVU    = 32'b000000_????????????????????_011011,
    MFHI    = 32'b000000_????????????????????_010000,
    MTHI    = 32'b000000_????????????????????_010001,
    MFLO    = 32'b000000_????????????????????_010010,
    MTLO    = 32'b000000_????????????????????_010011,
    BEQ     = 32'b000100_????????????????????_??????,
    BNE     = 32'b000101_????????????????????_??????,
    BLEZ    = 32'b000110_????????????????????_??????,
    BGTZ    = 32'b000111_????????????????????_??????,
    BGEZ    = 32'b000001_?????00001??????????_??????,
    BLTZ    = 32'b000001_?????00000??????????_??????,
    JR      = 32'b000000_????????????????????_001000,
    JALR    = 32'b000000_????????????????????_001001,
    J       = 32'b000010_????????????????????_??????,
    JAL     = 32'b000011_????????????????????_??????,
    LB      = 32'b100000_????????????????????_??????,
    LBU     = 32'b100100_????????????????????_??????,
    LH      = 32'b100001_????????????????????_??????,
    LHU     = 32'b100101_????????????????????_??????,
    LW      = 32'b100011_????????????????????_??????,
    SB      = 32'b101000_????????????????????_??????,
    SH      = 32'b101001_????????????????????_??????,
    SW      = 32'b101011_????????????????????_??????,
    NOP     = 32'b000000_00000000000000000000_000000
} instruction_code_t;
`timescale 1ns / 1ps
module GeneralRegister(readAdd1, readAdd2, writeAdd, read1, read2, write, writeEnable, clock);
    input [4:0] readAdd1, readAdd2, writeAdd;
    input [31:0] write;
    input writeEnable, clock;
    output reg [31:0] read1, read2;
    reg [31:0] GPR[31:0];
    integer i;
    initial begin
        GPR[0] <= 32'h00000000;GPR[1] <= 32'h00000000;   GPR[2] <= 32'h00000000;GPR[3] <= 32'h00000000;
        GPR[4] <= 32'h00000000;GPR[5] <= 32'h00000000;   GPR[6] <= 32'h00000000;GPR[7] <= 32'h00000000;
        GPR[8] <= 32'h00000000;GPR[9] <= 32'h00000000;   GPR[10] <= 32'h00000000;GPR[11] <= 32'h00000000;
        GPR[12] <= 32'h00000000;GPR[13] <= 32'h00000000; GPR[14] <= 32'h00000000;GPR[15] <= 32'h00000000;
        GPR[16] <= 32'h00000000;GPR[17] <= 32'h00000000; GPR[18] <= 32'h00000000;GPR[19] <= 32'h00000000;
        GPR[20] <= 32'h00000000;GPR[21] <= 32'h00000000; GPR[22] <= 32'h00000000;GPR[23] <= 32'h00000000;
        GPR[24] <= 32'h00000000;GPR[25] <= 32'h00000000; GPR[26] <= 32'h00000000;GPR[27] <= 32'h00000000;
        GPR[28] <= 32'h00000000;GPR[29] <= 32'h00000000; GPR[30] <= 32'h00000000;GPR[31] <= 32'h00000000;
    end
    always @(posedge clock) begin
        #1.5;
        read1 <= GPR[readAdd1];
        read2 <= GPR[readAdd2];
    end
    always@(posedge clock) begin
        #3;
        if(writeEnable) 
            GPR[writeAdd] <= write;
    end
endmodule
$ cat design/flow/run.sh
#!/bin/bash
# OpenROAD 26Q1-2900-gdf79404cd8, Yosys 0.63+post, stock flow scripts
make -C /OpenROAD-flow-scripts/flow DESIGN_CONFIG=/design/flow/config.mk WORK_HOME=/design/flow/orfs finish
$ cat design/flow/config.mk
export PLATFORM = sky130hd
export DESIGN_NAME = GeneralRegister
export DESIGN_NICKNAME = GeneralRegister
export VERILOG_FILES = /design/flow/design.v
export SDC_FILE = /design/flow/constraint.sdc
export NUM_CORES = 4
export LEC_CHECK = 1
export CORE_UTILIZATION = 50
$ cat design/flow/constraint.sdc
current_design GeneralRegister

set clk_period 5.1
set clk_io_pct 0.2

create_clock -name clk0 -period $clk_period [get_ports {clock}]

set non_clock_inputs [all_inputs -no_clocks]
set_input_delay [expr $clk_period * $clk_io_pct] -clock clk0 $non_clock_inputs
set_output_delay [expr $clk_period * $clk_io_pct] -clock clk0 [all_outputs]
==> metrics.cfg <==
[yosys]
yosys.stat.chipArea_um2=50100
post_synth_main_area_contributors=sky130_fd_sc_hd__edfxtp_1, sky130_fd_sc_hd__mux2i_1, sky130_fd_sc_hd__a22oi_1, sky130_fd_sc_hd__dfxtp_1, sky130_fd_sc_hd__a22o_1
synth_simple_gate_area_share=0.0459
post_synth_instance_area_um2=50100
topCombFamilyByArea=multiplexers
ys_sh_aoi=0.0784
synth-edff-count=1024
average_size_of_a_mapped_cell_um2=14.5
ff_latch_count_synth=1088
post_synth_most_frequent_cells=sky130_fd_sc_hd__edfxtp_1, sky130_fd_sc_hd__mux2i_1, sky130_fd_sc_hd__nand2_1
synth-warning-count=52
area_fraction_in_mux_cells=0.205
synthArstFlopShare=0
ys_dominant_reg_cell=sky130_fd_sc_hd__edfxtp_1
xor_share=0
synth_stat.cells=3450
synth_cells=3450
synth_seq_share=0.640
unique_masters_post_synth=24
yosys.area.top_type_share=0.614
post_synth_top_area_cell=sky130_fd_sc_hd__edfxtp_1
adder_share=0

[die]
die_h_um=318
pin_count=113
design.core.area_um2=98900
core.rowCount=115
core_util_floorplan=0.507
chip_area_um2=101000
die_width_um=318

[sta]
rsz0062_at_grt=no
worst_clock_skew_ns=0.0208
setup-tns-final_ns=0
achievable-frequency_mhz=285
period_minus_slack_ns=3.50
final-setup-viol-count=0
drv_slew=0
timing.max_slew.rel_slack=0.321
share_of_the_cycle_needed_by_the_critical_path_after_routing=0.687
final-hold-violation-count=0
finalWorstSetupSlack_ns=1.60
worst-slew-pin-transition_ns=1.02

[layout]
stdcell_count=4944
drive_above_1_share=0.0947
synthToLayoutAreaGrowth_pct=13.2

[route]
vias_per_cell=6.40
iter_0_drt_violations=2138
postRouteAntennaNets=0
avgRoutedWirePerCell_um=31.4
drc=0
postRouteWirelength_um=155000
detailroute.via_count=31600
firstDrtPassIters=7

[place]
routabilityCongestion=0.927
dp.cells=4727
placement.setup.worst_slack_ns=1.04
io_buffers=112
place.detailed.hpwl_um=90700

[global_route]
initial_antenna_violation_count=6
groute.usage.overall=0.334
grt_max_degree=98
grt_pass1_wl_um=223000
grt_total_ovfl=0
via_count_of_the_first_global_routing_pass=33100

[hold_path]
hold_start=GPR[24][20]
timing.hold.worst_endpoint=read2[20]
number_of_cells_traversed_by_the_worst_hold_path=4
hold_path.class=reg -> reg

[cts]
clock_sinks=1088
clockBufferDepth=3
clk_pin_slew_ns=0.06
cts_tree=done
post-cts-setup-buffers=0
cts.htree.levels=3
cts-resized-gates=0
root_buffer=sky130_fd_sc_hd__clkbuf_16
clk-insertion-delay-late_ns=0.70
cts_inserted_buffers=114
hold_buffers=0

[power]
pwr-share-comb=0.087
pwr-share-clk=0.413
internal_power_uw=15500
ir_drop_mv=0.290
leakage_uw=0.0209
power.net_switching_uw=4580
power_density_nw_per_um2=354
power.share.switching=0.228
power_frac_seq=0.500
final_total_power_uw=20100

[setup_path]
critPathBufInv=3
r2r.worst_path.cells=5
cp_slowest_cell=sky130_fd_sc_hd__clkdlybuf4s50_1
timing.critical_path.slowest_cell_delay_ns=0.65
worstPathArrival_ns=4.03
worst_r2r_endpoint=read2[5]
critical_path.startpoint_type=input port
reg2reg_slack_ns=3.33
timing.critical_path.max_delay_family=buffers and inverters
worstSetupPathType=in -> reg
required_ns=5.63
rr_startpoint=GPR[3][5]
end_kind=register
critical_path.max_fanout=67
critical_path.cell_chain=clkdlybuf4s50_1 -> and2_4 -> buf_12 -> buf_4 -> a21oi_1 -> a31oi_1 -> nand3_1

[status]
status=finished, final reports clean

[run]
maxCapViolCount=0
warnings=26

metal layers:
metal  global-route usage  up-vias  share of wire
met5              0.00142        -        0.00029
met1                0.438    15400           0.35
met4               0.0932        8          0.035
met2                0.466     2077           0.44
met3                0.237      314           0.17
li1                     -    13800              -
through the flow:
step	util	hold WS [ns]	instance area, um^2
final	0.573	0.623	56700
after global routing	0.573	0.658	56700
after CTS	0.573	0.624	56700
after detailed placement	0.535	0.615	52900
after global placement	0.535	0.611	52900
after floorplan	-	0.579	50100
area by class of cell:
cell class | count | area [um^2]
fill | 7444 | 42200
clock buffer | 165 | 3260
tap | 1287 | 1610
timing repair buffer | 243 | 2500
multi-input combinational | 2109 | 16800
sequential | 1088 | 32000
clock inverter | 50 | 490
antenna | 2 | 5.00
worst max path at each step:
stage	cells after the start	to	slack, ns	startpoint
after CTS	7	read1[29]	1.76	readAdd1[0]
after global routing	7	read1[29]	1.44	readAdd1[0]
final	7	read1[29]	1.60	readAdd1[0]
worst min-delay path: stages (launching register included):
cell and delay [ns]:
sky130_fd_sc_hd__edfxtp_1 0.34, sky130_fd_sc_hd__mux2i_1 0.07, sky130_fd_sc_hd__nand2_1 0.06, sky130_fd_sc_hd__nand3_1 0.06
sky130_fd_sc_hd__nand3_1 0.07
logic make-up after synthesis:
family	count (synthesis)
flip-flops	1088
multiplexers	1024
AND-OR/OR-AND	576
AND/OR/NAND/NOR	509
buffers and inverters	253
layout by cell type (no fill, tap or decap), types with 3 or more instances in the layout:
cell,netlist,layout
sky130_fd_sc_hd__clkinvlp_4,0,3
sky130_fd_sc_hd__nor2b_4,0,4
sky130_fd_sc_hd__or3b_2,3,3
sky130_fd_sc_hd__dfxtp_1,64,64
sky130_fd_sc_hd__bufinv_16,0,10
sky130_fd_sc_hd__a22o_1,128,128
sky130_fd_sc_hd__clkdlybuf4s50_1,0,110
sky130_fd_sc_hd__a22oi_1,192,192
sky130_fd_sc_hd__clkbuf_1,86,33
sky130_fd_sc_hd__nand2b_2,0,4
sky130_fd_sc_hd__buf_4,47,100
sky130_fd_sc_hd__clkinv_2,0,15
sky130_fd_sc_hd__nand3_1,194,194
sky130_fd_sc_hd__clkinv_1,0,20
sky130_fd_sc_hd__a21oi_1,192,192
sky130_fd_sc_hd__a31oi_1,64,64
sky130_fd_sc_hd__nand2_1,195,193
sky130_fd_sc_hd__edfxtp_1,1024,1024
sky130_fd_sc_hd__nand3b_1,5,5
sky130_fd_sc_hd__clkbuf_8,0,15
sky130_fd_sc_hd__mux2i_1,1024,1024
sky130_fd_sc_hd__nor3_1,64,64
sky130_fd_sc_hd__nor2_4,0,34
sky130_fd_sc_hd__clkbuf_16,0,117
sky130_fd_sc_hd__buf_12,0,31
state kept, by name, summed over array words and instances (netlist names):
| signal | cells |
|---|---|
| GPR | 1024 |
| read2 | 32 |
| read1 | 32 |
power groups by stage:
stage / Clock [uW] / Sequential [uW] / Combinational, uW
after CTS: 8400 / 10000 / 1730
after global routing: 8740 / 10100 / 1850
final: 8290 / 10000 / 1740
No activity file was given, so power comes from the tool's default toggle rates.
